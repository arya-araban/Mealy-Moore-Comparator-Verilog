--- run.sh ---
#!/bin/bash
# OpenROAD 26Q1-2900-gdf79404cd8, Yosys 0.63+post, stock flow scripts
make -C /OpenROAD-flow-scripts/flow DESIGN_CONFIG=/design/flow/config.mk WORK_HOME=/design/flow/orfs finish
--- config.mk ---
export PLATFORM = sky130hd
export DESIGN_NAME = comp
export DESIGN_NICKNAME = comp
export VERILOG_FILES = /design/flow/design.v
export SDC_FILE = /design/flow/constraint.sdc
export NUM_CORES = 4
export LEC_CHECK = 1
export CORE_AREA = 10 10 70 70
export DIE_AREA = 0 0 80 80
--- constraint.sdc ---
current_design comp

set clk_period 1.1
set clk_io_pct 0.2

create_clock -name clk0 -period $clk_period [get_ports {clk}]

set non_clock_inputs [all_inputs -no_clocks]
set_input_delay [expr $clk_period * $clk_io_pct] -clock clk0 $non_clock_inputs
set_output_delay [expr $clk_period * $clk_io_pct] -clock clk0 [all_outputs]
--- design.v ---
module comp (reset, clk, a, b, greater, equal, less);
	input reset, clk, a, b;
	output reg greater,equal,less;
	reg [1:0]state;
	parameter S0 = 0, S1 = 1, S2 = 2;
	always @ (posedge clk or posedge reset) begin
		if (reset)
			state <= S1;
		else
			case (state)
				S0: 
					if (a && ~b)
						state <= S2;
					else
						state <= S0;
				S1: 
					if (~a && b)
						state <= S0;
					else if (a && ~b) 
						state <= S2;
					else 
						state <= S1;
				S2: 
					if (~a && b)
						state <= S0;
					else
						state <= S2;
			endcase
	end
	always @ (state or a or b or ~a or ~b)
	begin
		case (state)
			S0:
				if (a && ~b)
				begin
					greater = 1;
					equal = 0;
					less = 0;
				end
				else
				begin
					greater = 0;
					equal = 0;
					less = 1;
				end
			S1:
				if (~a && b)
				begin
					greater = 0;
					equal = 0;
					less = 1;
				end
				else if (a && ~b)
				begin
					greater = 1;
					equal = 0;
					less = 0;
				end
				else 
				begin
					greater = 0;
					equal = 1;
					less = 0;
				end 
			S2:
				if (~a && b)
				begin
					greater = 0;
					equal = 0;
					less = 1;
				end
				else
				begin
					greater = 1;
					equal = 0;
					less = 0;
				end
		endcase
	end
endmodule
==> reports/results.tsv <==
metric	value	unit
status	finished clean	
grt_pass1_vias	221	
powerDensity	1030	nW/um^2
synthSimpleGateAreaFrac	11.8	%
yosys_warnings	1	
cellLeakagePower	0.000181	uW
port_buffers	6	
synth.avg_cell_area	9.70	um^2
finalClockSkew	0.000985	ns
cts_buffer_depth	2	
grt_max_degree	6	
ys_area	233	um^2
finalCriticalPeriod	0.839	ns
peakVddDrop	0.000130	V
yosysUniqueCellTypes	13	
core	3420	um^2
synth_flops	6	
gp_congestion	0.714	
hpwl	419	um
die_h	80	um
drtIter0Drc	21	
vias	188	
cp.arrival	0.99	ns
drv_slew	0	
synthTopLogicFamily	adder cells	
critPathLaunchType	primary input	
unclocked_regs	3	
io_pins	7	
diodes	0	
untimed_endpoints	6	
setup_violations	0	
area_growth	68.8	%
r2r_cells	2	
area_leaders	dfrtp_1, dlxtn_1, ha_1, dfstp_2, inv_1	
final_area	393	um^2
die-width	80	um
clkTransAtPathRegs	0.04	ns
cp.required	1.25	ns
wire_per_inst	6.26	um
yosys.area_share.aoi	11.8	%
p_total	404	uW
top_cell_area_share	21.5	%
htreeDepth	1	
mux_area_share	0	%
period_used_share	76.3	%
endpoint_kind	flop	
rows	21	
largest_area_cell	dfrtp_1	
drc	0	
worst_slew_pin_slew	0.273	ns
clock_latency	0.23	ns
fp_util	6.81	%
viasPerCell	2.29	
ys_sh_adder	16.1	%
layout-drive-gt1-share	16.7	%
routed_wl	513	um
dieArea	6400	um^2
regArea	121	um^2
slew_headroom	81.7	%
maxCapViolations	0	
cts_tree	done	
netlist_area	233	um^2
grt_usage	1.60	%
mi_logic_area	92.6	um^2
synthXorXnorAreaFrac	0	%
max_clock_freq	1190	MHz
hp-class	in -> async	
grt_pass1_wl	848	um
ant_nets	0	
root_buffer	clkbuf_4	
warning_count	27	
cp_max_fo	3	
syn_inst	24	
antenna_found_initial	0	
cts_made_buffers	3	
rsz0062_at_grt	false	
path_class	in -> reg	
dr.pass1.iters	4	
fillCellCount	405	
overflow	0	
hold_viol_final	0	
placed_cell_area	365	um^2
ys_cells	24	
-- per-layer routing --
layer / track usage, % / part of all wire [%] / vias up
met5: 0 / 0 / -
met4: 1.41 / 5.7 / 0
met2: 2.09 / 39 / 7
met1: 2.01 / 41 / 79
met3: 0.568 / 14 / 2
li1: - / - / 100
-- synth_stat cells --
cell / n
inv_1: 5
nand2_1: 1
a21oi_1: 1
ha_1: 3
o21ai_1: 3
and2_1: 1
nor3_1: 1
dfrtp_1: 2
o31ai_1: 1
dlxtn_1: 3
nor2b_1: 1
nand2b_1: 1
dfstp_2: 1
-- flip-flops by register name, indices dropped and copies added, names as in the netlist --
signal / count
less: 1
equal: 1
greater: 1
state: 3
-- cells in the final DEF, fill, tap and decap left out, drive strengths merged --
master         instances
dlxtn                  3
inv                    5
and2                   1
a21oi                  1
nor3                   1
nand2                  1
o21ai                  3
clkdlybuf4s50          4
dfstp                  1
dlymetal6s2s           1
o31ai                  1
dlygate4sd2            1
nor2b                  1
buf                    2
ha                     3
dfrtp                  2
nand2b                 1
clkbuf                 4
-- stage by stage --
step                worst slack, ns  setup TNS, ns  std cells  hold WS, ns  util [%]
floorplan                     0.355              0         24      -0.0271         -
global placement             -0.243         -0.644         78        0.398      10.7
detailed placement           -0.244         -0.677         78        0.403      10.7
CTS                          0.0447              0         82        0.150      11.4
global route                  0.209              0         82        0.152      11.5
finish                        0.261              0         82        0.151      11.5
-- logic make-up after synthesis --
family          after synthesis
compound gates                5
buf+inv                       5
simple gates                  5
fa+ha+maj                     3
flops                         3
latches                       3
-- worst paths after layout --
check                              start  slack (ns)  endpoint
worst min-delay path               reset        0.15  state[1]
worst min register to register  state[1]        0.55  state[2]
max in group asynchronous          reset        0.74  state[0]
worst max register to register  state[0]        0.30  state[1]
worst max-delay path                   a        0.26  state[0]
min in group clk0                      b        0.43  state[0]
-- power breakdown --
part	internal [uW]	switching, uW	total [uW]
clock network	136	57.7	194
logic	33.6	28.3	61.9
registers	136	11.7	148
-- worst max-delay path: stages --
cell and delay (ns):
dlygate4sd2_1 0.25, inv_1 0.06, ha_1 0.28, and2_1 0.18
-- final cells by class --
class | instances | share of cell area [%]
Sequential cell | 6 | 30.9
Multi-Input combinational cell | 13 | 23.6
Timing Repair Buffer | 8 | 19.4
Tap cell | 46 | 14.6
Clock buffer | 4 | 6.69
Inverter | 5 | 4.78
-- repair_timing --
| item | CTS | global route |
|---|---|---|
| endpoints found under the setup margin | 1 | 1 |
| cloned | 0 | 0 |
| gates resized | 1 | 1 |
| setup buffers | 0 | 0 |
| hold endpoints to repair | 0 | 0 |
| hold buffers | 0 | 0 |
Power figures rest on the tool's default switching activity, not on a simulated workload.
